--- /design/flow/config.mk ---
export PLATFORM = sky130hd
export DESIGN_NAME = newspaper_vending_machine
export DESIGN_NICKNAME = newspaper_vending_machine
export VERILOG_FILES = /design/flow/design.v
export SDC_FILE = /design/flow/constraint.sdc
export NUM_CORES = 4
export LEC_CHECK = 1
export CORE_UTILIZATION = 50
--- /design/flow/constraint.sdc ---
current_design newspaper_vending_machine

set clk_period 5.2
set clk_io_pct 0.2

create_clock -name clk0 -period $clk_period [get_ports {clk}]

set non_clock_inputs [all_inputs -no_clocks]
set_input_delay [expr $clk_period * $clk_io_pct] -clock clk0 $non_clock_inputs
set_output_delay [expr $clk_period * $clk_io_pct] -clock clk0 [all_outputs]
--- /design/flow/design.v ---
module newspaper_vending_machine(
    input wire clk,              
    input wire reset,            
    input wire coin5,             
    input wire coin10,            
    input wire coin15,            
    output reg newspaper,         
    output reg [4:0] led_amount   
);
    parameter S0  = 3'b000;    
    parameter S5  = 3'b001;    
    parameter S10 = 3'b010;    
    parameter S15 = 3'b011;    
    parameter S20 = 3'b100;    
    parameter S25 = 3'b101;    
    reg [2:0] state, next_state;
    parameter DEBOUNCE_TIME = 1_000_000;
    reg [19:0] debounce_counter5, debounce_counter10, debounce_counter15;
    reg coin5_sync1, coin5_sync2;
    reg coin10_sync1, coin10_sync2;
    reg coin15_sync1, coin15_sync2;
    reg reset_sync1, reset_sync2;
    reg coin5_prev, coin10_prev, coin15_prev;
    wire coin5_edge, coin10_edge, coin15_edge;
    reg coin5_stable, coin10_stable, coin15_stable;
    reg coin5_last, coin10_last, coin15_last;
    parameter DISPLAY_TIME = 200_000_000;  
    reg [27:0] display_counter;
    reg displaying;
    always @(posedge clk) begin
        coin5_sync1  <= coin5;
        coin5_sync2  <= coin5_sync1;
        coin10_sync1 <= coin10;
        coin10_sync2 <= coin10_sync1;
        coin15_sync1 <= coin15;
        coin15_sync2 <= coin15_sync1;
        reset_sync1  <= reset;
        reset_sync2  <= reset_sync1;
    end
    always @(posedge clk) begin
        if (reset_sync2) begin
            debounce_counter5 <= 0;
            coin5_stable <= 0;
            coin5_last <= 0;
        end else begin
            if (coin5_sync2 != coin5_last) begin
                debounce_counter5 <= 0;
                coin5_last <= coin5_sync2;
            end else if (debounce_counter5 < DEBOUNCE_TIME) begin
                debounce_counter5 <= debounce_counter5 + 1;
            end else begin
                coin5_stable <= coin5_last;
            end
        end
    end
    always @(posedge clk) begin
        if (reset_sync2) begin
            debounce_counter10 <= 0;
            coin10_stable <= 0;
            coin10_last <= 0;
        end else begin
            if (coin10_sync2 != coin10_last) begin
                debounce_counter10 <= 0;
                coin10_last <= coin10_sync2;
            end else if (debounce_counter10 < DEBOUNCE_TIME) begin
                debounce_counter10 <= debounce_counter10 + 1;
            end else begin
                coin10_stable <= coin10_last;
            end
        end
    end
    always @(posedge clk) begin
        if (reset_sync2) begin
            debounce_counter15 <= 0;
            coin15_stable <= 0;
            coin15_last <= 0;
        end else begin
            if (coin15_sync2 != coin15_last) begin
                debounce_counter15 <= 0;
                coin15_last <= coin15_sync2;
            end else if (debounce_counter15 < DEBOUNCE_TIME) begin
                debounce_counter15 <= debounce_counter15 + 1;
            end else begin
                coin15_stable <= coin15_last;
            end
        end
    end
    always @(posedge clk) begin
        if (reset_sync2) begin
            coin5_prev  <= 0;
            coin10_prev <= 0;
            coin15_prev <= 0;
        end else begin
            coin5_prev  <= coin5_stable;
            coin10_prev <= coin10_stable;
            coin15_prev <= coin15_stable;
        end
    end
    assign coin5_edge  = coin5_stable  & ~coin5_prev;
    assign coin10_edge = coin10_stable & ~coin10_prev;
    assign coin15_edge = coin15_stable & ~coin15_prev;
    always @(posedge clk) begin
        if (reset_sync2)
            state <= S0;
        else
            state <= next_state;
    end
    always @(*) begin
        next_state = state;
        case (state)
            S0:  if (coin5_edge) next_state = S5;
                 else if (coin10_edge) next_state = S10;
                 else if (coin15_edge) next_state = S15;
            S5:  if (coin5_edge) next_state = S10;
                 else if (coin10_edge) next_state = S15;
                 else if (coin15_edge) next_state = S20;
            S10: if (coin5_edge) next_state = S15;
                 else if (coin10_edge) next_state = S20;
                 else if (coin15_edge) next_state = S25;
            S15, S20, S25:
                 if (!displaying) next_state = S0;
            default: next_state = S0;
        endcase
    end
    always @(posedge clk) begin
        if (reset_sync2) begin
            display_counter <= 0;
            displaying <= 0;
        end else begin
            if ((state == S15 || state == S20 || state == S25) && !displaying) begin
                displaying <= 1;
                display_counter <= 0;
            end else if (displaying) begin
                if (display_counter < DISPLAY_TIME)
                    display_counter <= display_counter + 1;
                else begin
                    displaying <= 0;
                    display_counter <= 0;
                end
            end
        end
    end
    always @(posedge clk) begin
        if (reset_sync2)
            newspaper <= 0;
        else
            newspaper <= displaying;
    end
    always @(*) begin
        case (state)
            S0:  led_amount = 5'b00000;
            S5:  led_amount = 5'b00001;
            S10: led_amount = 5'b00011;
            S15: led_amount = 5'b00111;
            S20: led_amount = 5'b01111;
            S25: led_amount = 5'b11111;
            default: led_amount = 5'b00000;
        endcase
    end
endmodule
--- /design/flow/run.sh ---
#!/bin/bash
# OpenROAD 26Q1-2900-gdf79404cd8, Yosys 0.63+post, stock flow scripts
make -C /OpenROAD-flow-scripts/flow DESIGN_CONFIG=/design/flow/config.mk WORK_HOME=/design/flow/orfs finish
==> Changelog: implementation <==
## Implementation

* GP Congestion at 0.847
* Resize count post-CTS at 0
* Final worst-path cycle share at 58.3%
* Total core area at 10300 um2
* Log Warnings at 25
* Detailed Route WL at 10.8 mm
* CTS sink count at 113
* Die Width at 105 um
* Syn Area/Cell at 8.37 um2
* Total grt overflow at 0
* DRT Pass-1 Iters at 5
* Share of layout cells above drive strength 1 at 7.06%
* Total die size at 11000 um2
* Status: finished, final reports clean
* Setup TNS at 0 ns
* Arrival @ worst endpoint at 1.99 ns
* I/O Pins at 11
* Routed length per instance at 13.7 um
* Hold_sp: coin5_sync1
* Number of global-route vias before repair at 4136
* Crit path from: state[1]
* Slew at the pin with the worst max-slew slack at 0.918 ns
* Dpl cells at 757
* Insertion Delay late pin at 0.51 ns
* Reg2Reg Depth at 5
* Hold crit path type: reg -> reg
* Dominant cell type by area after synthesis: dfxtp_1
* Vias per cell at 5.78
* P per Cell Area at 327 nW/um2
* Antenna-violating nets left at 0
* Detailed-route DRC error count at 0
* Post-synth seq share at 42.6%
* CP Data Required Time at 4.16 ns
* RSZ-0062 raised after global routing: false
* Cells after Synth at 634
* Max Cap Violations at 0
* Max Clock Freq at 330 MHz
* DP Wirelength at 6.90 mm
* Slew headroom at 38.6%
* First-pass GRT wire length at 19.1 mm
* H-tree depth at 4
* Post-synth EDFFs at 0
* Cell area leaders: dfxtp_1, xnor2_1, nand3_1, nor2_1, nand2_1
* FP Rows at 37
* Pwr Total at 1.98 mW
* Netlist cell types at 50
* Post-synth regs at 113
* Hold depth at 0
* RR Startpoint: displaying
* Max Buffers Root-to-Sink at 2
* Worst-path clk slew at 0.05 ns
* Slew Limit Fails at 0
* DR vias at 4557
* Initial antenna violation count at 0
* Area leader share at 42.6%
* Post-CTS setup buffer count at 0
* Final setup violation count at 0
* Post-CTS Hold Fix Bufs at 0
* CP Capture Type: output pin
* Die y size at 105 um
* Final hold vios at 0
* Ys flop type: dfxtp_1
* Fp_density at 51.4%
* DRT iter0 DRCs at 227
* Tmin final at 3.03 ns
* Largest net degree at the start of global routing at 26
* CTS root buffer: clkbuf_8
* Post-synth ARST share at 0%
* Area growth, synth to finish at 14.1%
* GRT Total Usage at 21.4%
* Leakage power at 1.96 nW
* Crit Path Category: reg -> out
* Cell Area, Synth at 5310 um2
* CTS tree: yes
* Non-filler cells, final at 788
* Yosys stat cell total at 634
* Crit path launch type: flop
* ANT cells at 0
* Yosys warns at 1
* Max FO, Critical Path at 6
* Yosys stat area at 5310 um2
* Port Buffers at 10
* Skew final at 0.00563 ns
* Number of CTS-inserted buffers at 17
* VDD IR max at 263 uV
path summary, 6_finish.rpt:
path	end	slack (ns)
worst min-delay path	coin5_sync2	0.32
worst max register to register	display_counter[16]	2.64
worst max-delay path	led_amount[0]	2.17
worst min register to register	coin5_sync2	0.32
cell families after synthesis:
family / count (synthesis) / synth area share (%)
buf+inv: 50 / 3.70
mux: 1 / 0.212
fa+ha+maj: 4 / 0.943
simple gates: 277 / 27.1
flops: 113 / 42.6
compound gates: 149 / 18.8
xor+xnor: 40 / 6.60
routing by layer:
layer,GRT usage [%],share of wire (%)
met1,33.0,51
met2,32.4,44
met3,4.70,4.0
met4,3.02,1.1
met5,0,0
cells in the mapped netlist (all sizes together), types with 2 or more instances:
master     n
a311oi     2
or4        5
o311ai     2
nor3b      2
a21oi     30
nor2      57
dfxtp    113
a31o       3
a22o       5
or2        5
o21ai     20
ha         4
a21o       4
and4      11
a211oi    18
buf        5
nand2     54
nand4     22
o211a      2
xor2       5
a41oi      8
o211ai    10
and3      12
nand3     48
a2111oi    7
inv       19
nand2b     9
and2       9
nor3       8
nor2b     13
a31oi     27
clkbuf    26
nor4      10
or3       10
o22ai      5
xnor2     35
where the power goes:
group | internal (mW) | switching, mW
combinational | 0.0168 | 0.0274
clock | 0.678 | 0.368
sequential | 0.878 | 0.0105
total | 1.57 | 0.406
area by class of cell:
| class | count | area (um2) |
|---|---|---|
| fillers | 849 | 4270 |
| multi-input cells | 471 | 2850 |
| flip-flops and latches | 113 | 2260 |
| clock buffers | 26 | 488 |
| well taps | 136 | 170 |
| repair buffers | 18 | 160 |
| inverters | 19 | 71.3 |
| clock inverters | 5 | 52.6 |
sequential cells by signal (all words and copies together), names as in the netlist, 6 cells and up:
signal / flops
display_counter: 28
debounce_counter10: 20
debounce_counter15: 20
debounce_counter5: 20
state: 6
worst max-delay path, stage by stage, from the launching register on:
cell             delay (ns)
dfxtp_1                0.31
or3_1                  0.44
or3_1                  0.32
clkdlybuf4s50_1        0.40
cell usage in the layout, fill, tap and decap left out, drive strengths merged, types with 2 or more instances in the layout:
| cell type | instances |
|---|---|
| and4 | 11 |
| a41oi | 8 |
| or4 | 5 |
| or2 | 5 |
| buf | 8 |
| clkbuf | 26 |
| nor3b | 2 |
| nor2b | 13 |
| nand2b | 9 |
| o211a | 2 |
| dfxtp | 113 |
| a21o | 4 |
| o211ai | 10 |
| a2111oi | 7 |
| clkdlybuf4s50 | 10 |
| or3 | 10 |
| ha | 4 |
| a211oi | 18 |
| nor2 | 57 |
| a311oi | 2 |
| inv | 19 |
| a22o | 5 |
| nor3 | 8 |
| nand4 | 22 |
| a21oi | 30 |
| o21ai | 20 |
| nand3 | 48 |
| a31oi | 27 |
| and3 | 12 |
| and2 | 9 |
| clkinv | 3 |
| xnor2 | 35 |
| nor4 | 10 |
| xor2 | 5 |
| o311ai | 2 |
| a31o | 3 |
| o22ai | 5 |
| nand2 | 54 |
through the flow:
stage,cell area (um2),worst slack (ns),util (%),hold WS (ns)
floorplan,5310,3.12,-,0.310
global placement,5510,2.71,53.4,0.312
detailed placement,5510,2.69,53.4,0.312
CTS,6050,2.13,58.6,0.324
global route,6050,2.08,58.6,0.329
finish,6050,2.17,58.6,0.324
Power figures rest on the tool's default switching activity, not on a simulated workload.
